==> flow/design.v <==
module SAFE(
    clk,
    reset,
    confirm,
    keypad,
    access_granted, 
    access_denied,
    seven_segment,
    seg_power,
	safe_state
    );
    input clk, reset, confirm;
    input [3:0] keypad;
    output [6:0] seven_segment;
    output reg access_denied, access_granted;
    output reg [3:0] seg_power = 4'b1110;  
    reg [3:0] memory [3:0];
    reg [3:0] dancing_number = 4'b0000;  
    output reg [4:0] safe_state = 5'b00000;
    reg [2:0] led_state = 3'b100;
    reg [3:0] passcode [3:0];  
    reg [23:0] delay = 24'b0;
	reg is_delay = 1'b1;
    reg [2:0] check = 3'b000;  
    integer i;
    always @ (posedge confirm or posedge reset ) begin
        if (reset == 1) begin
            safe_state <= 5'b00000;
            led_state <= 3'b100;
			is_delay = 1'b1;
            for (i=0;i<4;i=i+1) begin
                passcode[i] <= 4'b0000;
                memory[i] <= 4'b0000;  
            end
        end
        else begin
            case (safe_state) 
                5'b00000 : begin
                    memory[3] <= keypad;
                    passcode[3] <= keypad;
                    safe_state <= 5'b00001;
					is_delay = 1'b0;
                end
                5'b00001 : begin
                    memory[2] <= keypad;
                    passcode[2] <= keypad;
                    safe_state <= 5'b00010;
                end 
                5'b00010 : begin
                    memory[1] <= keypad;
                    passcode[1] <= keypad;
                    safe_state <= 5'b00011;
                end 
                5'b00011 : begin
                    for (i=0;i<4;i=i+1) begin
                        memory[i] <= 4'b0000;  
                    end
                    passcode[0] <= keypad;
                    safe_state <= 5'b00100;
                    led_state <= 3'b000;
                end
                5'b00100 : begin
                    memory[3] <= keypad;
					is_delay = 1'b0;
                    if (keypad == passcode[3] ) begin
                        check <= check + 1'b1;  
                    end
                    else begin
                        check <= 3'b000;   
                    end
                    safe_state <= 5'b00101;
                end
                5'b00101 : begin
                    memory[2] <= keypad;
                    if (keypad == passcode[2]) begin
                        check <= check + 1'b1;  
                    end
                    else begin
                        check <= 3'b000;   
                    end
                    safe_state <= 5'b00110;
                end
                5'b00110 : begin
                    memory[1] <= keypad;
                    if (keypad == passcode[1]) begin
                        check <= check + 1'b1;  
                    end
                    else begin
                        check <= 3'b000;   
                    end
                    safe_state <= 5'b00111;
                end
                5'b00111 : begin
					is_delay = 1'b1;
                    if (keypad == passcode[0] && check==3'b011) begin
                        safe_state <= 5'b10001;
                        led_state <= 3'b001;
                        check <= 3'b000;
                        memory[0] <= 4'b1100;  
                        memory[1] <= 4'b1011;
                        memory[2] <= 4'b1010;
                        memory[3] <= 4'b0000; 
                    end
                    else begin
                        safe_state <= 5'b01000;
                        led_state <= 3'b010;  
                        check <= 3'b000;
                        for (i=0;i<4;i=i+1) begin
                            memory[i] <= 4'b0000;  
                        end 
                    end
                end
                5'b01000 : begin
                    memory[3] <= keypad;
					is_delay = 1'b0;
                    if (keypad == passcode[3]) begin
                        check <= check + 1'b1;  
                    end
                    else begin
                        check <= 3'b000;   
                    end
                    safe_state <= 5'b01001;
                end
                5'b01001 : begin
                    memory[2] <= keypad;
                    if (keypad == passcode[2]) begin
                        check <= check + 1'b1;  
                    end
                    else begin
                        check <= 3'b000;   
                    end
                    safe_state <= 5'b01010;
                end    
                5'b01010 : begin
                    memory[1] <= keypad;
                    if (keypad == passcode[1]) begin
                        check <= check + 1'b1;  
                    end
                    else begin
                        check <= 3'b000;   
                    end
                    safe_state <= 5'b01011;
                end
                5'b01011 : begin
					is_delay = 1'b1;
                    if (keypad == passcode[0] && check==3'b011) begin
                        safe_state <= 5'b10001;
                        led_state <= 3'b001;
                        check <= 3'b000;
                        memory[0] <= 4'b1100;  
                        memory[1] <= 4'b1011;
                        memory[2] <= 4'b1010;
                        memory[3] <= 4'b0000;   
                    end
                    else begin
                        safe_state <= 5'b01100; 
                        led_state <= 3'b010;
                        check <= 3'b000;
                        for (i=0;i<4;i=i+1) begin
                            memory[i] <= 4'b0000;  
                        end 
                    end 
                end
                5'b01100 : begin
                    memory[3] <= keypad;
					is_delay = 1'b0;
                    if (keypad == passcode[3]) begin
                        check <= check + 1'b1;  
                    end
                    else begin
                        check <= 3'b000;   
                    end
                    safe_state <= 5'b01101;
                end
                5'b01101 : begin
                    memory[2] <= keypad;
                    if (keypad == passcode[2]) begin
                        check <= check + 1'b1;  
                    end
                    else begin
                        check <= 3'b000;   
                    end                
                    safe_state <= 5'b01110;
                end  
                5'b01110 : begin
                    memory[1] <= keypad;
                    if (keypad == passcode[1]) begin
                        check <= check + 1'b1;  
                    end
                    else begin
                        check <= 3'b000;   
                    end
                    safe_state <= 5'b01111;
                end   
                5'b01111 : begin
					is_delay = 1'b1;
                    if (keypad == passcode[0] && check==3'b011) begin
                        safe_state <= 5'b10001;
                        led_state <= 3'b001;
                        check <= 3'b000;
                        memory[0] <= 4'b1100;  
                        memory[1] <= 4'b1011;
                        memory[2] <= 4'b1010;
                        memory[3] <= 4'b0000; 
                    end
                    else begin
                        safe_state <= 5'b10000;
                        led_state <= 3'b011;
                        check <= 3'b000;
                        memory[0] <= 4'b1111;  
                        memory[1] <= 4'b1110;
                        memory[2] <= 4'b0000;
                        memory[3] <= 4'b1101;  
                    end
                end 
				5'b10001 : begin
					if (keypad == 4'b1111) begin
						safe_state <= 5'b00100;
                        for (i=0;i<4;i=i+1) begin
                            memory[i] <= 4'b0000;  
                        end
					end
				end
            endcase  
        end
    end
    always @(posedge clk) begin
            case (led_state) 
                3'b000 : begin
                    access_granted <= 1'b0;
                    access_denied <= 1'b0; 
                    delay <= 0; 
                end
                3'b011 : begin
                    access_granted <= 1'b0;
                    access_denied <= 1'b1; 
                    delay <= 0; 
                end
                3'b001 : begin   
					if (is_delay == 1) begin
					    if (delay == 15000000) begin
							access_granted <= 1'b0;
							access_denied <= 1'b0;			
						end
						else begin
							delay <= delay + 1;
							access_granted <= 1'b1;
							access_denied <= 1'b0;
                        end
					end	
					else begin
						delay <= 0;
	         		end
                end
                3'b010 : begin   
                    if (is_delay == 1) begin
					    if (delay == 15000000) begin
							access_granted <= 1'b0;
							access_denied <= 1'b0;			
						end
						else begin
							delay <= delay + 1;
							access_granted <= 1'b0;
							access_denied <= 1'b1;
                        end
					end	
					else begin
						delay <= 0;
	         		end
                end
                3'b100 : begin
                    access_granted <= 1'b1;
                    access_denied <= 1'b1;  
                    delay <= 0;     
                end
                default : begin
                    access_granted <= 1'b0;
                    access_denied <= 1'b0;
                    delay <= 0;
                end  
            endcase
            case (seg_power) 
                4'b1110 : begin
                    seg_power <= 4'b1101;
                    dancing_number <= memory[1];
                end
                4'b1101 : begin
                    seg_power <= 4'b1011;
                    dancing_number <= memory[2];
                end
                4'b1011 : begin
                    seg_power <= 4'b0111;
                    dancing_number <= memory[3];
                end
                4'b0111 : begin
                    seg_power <= 4'b1110;
                    dancing_number <= memory[0];
                end
            endcase
    end
    BCD_TO_7SEG BCD_DECODER(dancing_number,seven_segment);
endmodule
module BCD_TO_7SEG(
    bcd,
    leds
    );
    input [3:0] bcd;
    output reg [6:0] leds;
    always @ (*) begin
        case (bcd) 
            4'b0000 :  leds = 7'b1111110;  
            4'b0001 :  leds = 7'b0110000; 
            4'b0010 :  leds = 7'b1101101; 
            4'b0011 :  leds = 7'b1111001; 
            4'b0101 :  leds = 7'b1011011; 
            4'b0110 :  leds = 7'b1011111; 
            4'b0111 :  leds = 7'b1110000; 
            4'b1000 :  leds = 7'b1111111; 
            4'b1001 :  leds = 7'b1110011; 
            4'b1010 :  leds = 7'b1100111;  
            4'b1011 :  leds = 7'b1001111;  
            4'b1100 :  leds = 7'b0010101;  
            4'b1101 :  leds = 7'b0001110;  
            4'b1110 :  leds = 7'b0001101;  
            4'b1111 :  leds = 7'b0110111;  
            default :  leds = 7'b0000000; 
        endcase
    end
endmodule
==> flow/run.sh <==
#!/bin/bash
# OpenROAD 26Q1-2900-gdf79404cd8, Yosys 0.63+post, stock flow scripts
make -C /OpenROAD-flow-scripts/flow DESIGN_CONFIG=/design/flow/config.mk WORK_HOME=/design/flow/orfs finish
==> flow/config.mk <==
export PLATFORM = sky130hd
export DESIGN_NAME = SAFE
export DESIGN_NICKNAME = SAFE
export VERILOG_FILES = /design/flow/design.v
export SDC_FILE = /design/flow/constraint.sdc
export NUM_CORES = 4
export LEC_CHECK = 1
export CORE_UTILIZATION = 30
==> flow/constraint.sdc <==
current_design SAFE

set clk_period 4.7
set clk_io_pct 0.2

create_clock -name clk0 -period $clk_period [get_ports {clk}]
create_clock -name clk1 -period $clk_period [get_ports {confirm}]

set non_clock_inputs [all_inputs -no_clocks]
set_input_delay [expr $clk_period * $clk_io_pct] -clock clk0 $non_clock_inputs
set_output_delay [expr $clk_period * $clk_io_pct] -clock clk0 [all_outputs]
==> impl_metrics.ini <==
; physical design summary
[final_timing]
finalMaxSlewViolations = 0
rsz0062_at_grt = false
tightest_slew_ns = 0.812
setup_violations = 0
setup-tns-final_ns = 0
finalHoldViolCount = 0
clock_skew_ns = 0.00692
slew-limit-headroom_pct = 45.8

[synth]
syn_avg_cell_area_um2 = 10.3
yosysWarnings = 4
synth_cell_type_count = 66
edf_count = 13
ys_seq_elements = 76
ff_type = dfrtp_1
yosys_cells = 391
postSynthCellCount = 391
synth_seq_share_pct = 45.8
syn_area_um2 = 4040
yosys_area_um2 = 4040
async_flop_share_pct = 51.3

[pwr]
p_per_area_nw_per_um2 = 485
power.switching_uw = 702
vdd_ir_drop_max_uv = 243
seq_power_share_pct = 46.2
pwr-share-clk_pct = 28.4
intPower_uw = 1560
p_leak_uw = 0.00175
p_sw_share_pct = 31.0
p_comb_share_pct = 25.4

[final_layout]
register_area_um2 = 1850
fill_cells = 1275
logic_area_um2 = 2010
finalNonFillerCells = 585
area_delta_synth_final_pct = 15.6
drive_gt1_share_pct = 12.0

[worst_setup_path]
crit_start = dancing_number[0]
crit_top_cell = inv_1
path_max_fanout = 5
reg2regPathDepth = 4
cpMaxStageDelayCell = mux4_2
start_kind = flop
end_kind = output port
max_stage_delay_ns = 0.47
crit_arrival_ns = 2.17
cp_cell_sequence = inv_1 > ha_1 > mux4_2 > inv_1 > clkdlybuf4s50_1
crit_buf_inv = 3
rr_endpoint = passcode[2][0]
r2r_start = safe_state[0]
crit_family = buffers and inverters
cp.required_ns = 3.76
timing_worst_setup_path_type = reg2out
reg2reg_slack_ns = 2.65

[clocking]
cts_resized = 0
post_cts_buffers = 0
cts_sinks = 76
clkTransAtPathRegs_ns = 0.06
cts_tree = built
cts_hold_buf = 0

[min_path]
holdPathEnd = delay[23]
hp-class = reg2reg
hp-start = delay[23]
whs_path_depth = 2

[global_route]
grt_max_degree = 40
grt_pass1_wl_um = 13300
antenna_found_initial = 0
grt_overflow = 0
grt_pass1_vias = 2681
gr-usage-all-layers_pct = 11.7

[floorplan]
fp.dieH_um = 118
chipArea_um2 = 13900
coreArea_um2 = 13200
rows = 42
initCoreUtil_pct = 30.6
ios = 25
fp.dieW_um = 118

[routing]
route.detailed.drc = 0
wl_per_cell_um = 13.4
via_per_inst = 5.14
wl_um = 7870
antenna-diode-count = 0
vias = 3005
first_iter_violations = 233
firstDrtPassIters = 6
ant_nets = 0

[job]
drv_cap = 0
tool_warnings = 33

[placed_design]
placedCellCount = 570
place.gp.congestion = 0.832
io_buffers = 23
dp_hpwl_um = 5440

[outcome]
status = finished clean
Yosys cell counts, types with 3 or more instances:
cell type	instances	area share [%]
dfrtp_1	37	23
a21oi_1	28	3.5
o21ai_0	13	1.6
or3_1	9	1.4
a222oi_1	4	0.99
ha_1	11	3.4
xnor2_1	9	2.0
o22ai_1	3	0.46
a22o_1	3	0.65
a221o_1	7	1.7
nor4_1	3	0.46
nand4_1	13	2.0
mux2_2	18	5.0
buf_2	10	1.2
and3_1	4	0.62
o31ai_1	6	1.1
and4_1	3	0.65
inv_1	16	1.5
and4b_1	3	0.74
dfxtp_1	24	12
nor2_1	19	1.8
clkbuf_1	8	0.74
nand3_1	11	1.4
buf_6	3	0.84
xor2_1	17	3.7
nor3_1	8	0.99
a31oi_1	4	0.62
mux2i_1	3	0.74
nand2b_1	4	0.62
or4_1	6	1.1
o32a_1	3	0.74
and2_1	6	0.93
edfxtp_1	13	9.7
nor2b_1	3	0.46
nand2_1	20	1.9
layout make-up:
cell class | count | area share [%]
clock buffers | 11 | 5.66
clock inverters | 4 | 0.456
inverters | 16 | 1.29
multi-input cells | 278 | 43.2
flip-flops and latches | 76 | 39.6
well taps | 176 | 4.72
repair buffers | 24 | 5.09
cell usage in the layout, fill, tap and decap left out, types with 4 or more instances in the layout:
| cell | instances |
|---|---|
| nor3_1 | 8 |
| a21oi_1 | 28 |
| dfrtp_1 | 37 |
| and3_1 | 4 |
| xor2_1 | 17 |
| nand2b_1 | 4 |
| and2_1 | 6 |
| dfxtp_1 | 24 |
| mux2_2 | 18 |
| ha_1 | 11 |
| clkbuf_16 | 10 |
| or4_1 | 6 |
| nand4_1 | 13 |
| a221o_1 | 7 |
| clkdlybuf4s50_1 | 23 |
| o31ai_1 | 6 |
| nand2_1 | 20 |
| a31oi_1 | 4 |
| o21ai_0 | 13 |
| nand3_1 | 11 |
| nor2_1 | 19 |
| xnor2_1 | 9 |
| edfxtp_1 | 13 |
| inv_1 | 16 |
| or3_1 | 9 |
| a222oi_1 | 4 |
per-stage QoR:
| stage | total power (uW) | area, um2 | utilization [%] | setup slack, ns | hold WS, ns |
|---|---|---|---|---|---|
| floorplan | 1450 | 4040 | - | 2.44 | 0.438 |
| global placement | 1620 | 4380 | 33.2 | 1.68 | 0.471 |
| detailed placement | 1630 | 4380 | 33.2 | 1.67 | 0.486 |
| CTS | 2280 | 4670 | 35.4 | 1.57 | 0.496 |
| global route | 2400 | 4670 | 35.4 | 1.49 | 0.514 |
| finish | 2270 | 4670 | 35.4 | 1.59 | 0.494 |
worst max-delay path by stage:
stage                   to  slack, ns  cells after the start
4_1_cts   seven_segment[4]       1.57                      5
5_1_grt   seven_segment[4]       1.49                      5
6_report  seven_segment[4]       1.59                      5
worst min-delay path: cells and delay by family (launching register included):
| kind | cells | cell delay, ns |
|---|---|---|
| flops | 1 | 0.33 |
| mux | 1 | 0.06 |
| simple gates | 1 | 0.06 |
power by group through the flow:
stage	registers, uW	clock network [uW]	logic (uW)
4_1_cts	1040	656	580
5_1_grt	1070	690	637
6_report	1050	644	575
per-layer routing:
layer	vias up	GRT usage (%)	part of all wire, %
met5	-	0	0
li1	1488	-	-
met4	0	2.16	1.7
met2	59	16.7	42
met3	10	2.18	4.7
met1	1448	19.1	52
state kept, by name, indices dropped and copies added, names as in the netlist:
signal and cells:
access_denied 1, access_granted 1, check 3, dancing_number 4, delay 24, is_delay 1
led_state 3, memory 14, passcode 16, safe_state 5, seg_power 4
logic make-up after synthesis:
group,count (synthesis),share of synthesized area [%]
AND-OR/OR-AND,87,14.7
XOR/XNOR,26,5.64
adder cells (fa/ha/maj),11,3.41
buffers and inverters,37,4.31
flip-flops,76,45.8
multiplexers,22,6.32
AND/OR/NAND/NOR,132,19.8
Power and IR drop assume default switching activity.
